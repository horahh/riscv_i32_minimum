==> config.mk <==
export PLATFORM = sky130hd
export DESIGN_NAME = register_file
export DESIGN_NICKNAME = register_file
export VERILOG_FILES = /design/flow/design.v
export SDC_FILE = /design/flow/constraint.sdc
export NUM_CORES = 4
export LEC_CHECK = 1
export CORE_UTILIZATION = 50
==> constraint.sdc <==
current_design register_file

set clk_period 4.6
set clk_io_pct 0.2

create_clock -name clk0 -period $clk_period [get_ports {clock}]

set non_clock_inputs [all_inputs -no_clocks]
set_input_delay [expr $clk_period * $clk_io_pct] -clock clk0 $non_clock_inputs
set_output_delay [expr $clk_period * $clk_io_pct] -clock clk0 [all_outputs]
==> design.v <==
module register_file(
	input             clock,
	input             reset,
	input             register_file_write_enable,
	input      [4:0]  rs1,
	input      [4:0]  rs2,
	input      [4:0]  rd,
	input      [31:0] rd_value,
	output reg [31:0] rs1_value,
	output reg [31:0] rs2_value);
	reg    [31:0] registers[0:31];
	always@(posedge clock & register_file_write_enable) begin
      if (rd == 0)
         registers[rd] <= 32'b0;
      else
			registers[rd] <= rd_value;
	end
   always @(posedge clock) begin
      rs1_value <=  registers[rs1] ;
   end
   always @(posedge clock) begin
      rs2_value <= registers[rs2];
   end
endmodule
==> run.sh <==
#!/bin/bash
# OpenROAD 26Q1-2900-gdf79404cd8, Yosys 0.63+post, stock flow scripts
make -C /OpenROAD-flow-scripts/flow DESIGN_CONFIG=/design/flow/config.mk WORK_HOME=/design/flow/orfs finish
==> deck_impl_summary.md <==
Key Metrics from the Run

Floorplanning
  • Die Area: 102,000 µm²
  • Core area: 99,000 µm²
  • Fp_density: 0.508
  • I/O pin count: 114
  • Die Y: 319 µm
  • Row count: 115
  • Die width: 319 µm

Critical path
  • Data arrival time of the critical path: 2.12 ns
  • CP cell instances: clkdlybuf4s50_1
  • Crit end category: primary output
  • Worst-path fanout max: 1
  • WP buf/inv: 1
  • R2R setup slack: 2.89 ns
  • Worst r2r path cells: 5
  • Peak per-stage delay on the critical path: 0.58 ns
  • Setup crit start kind: flip-flop
  • Critical-path top delay cell: dfxtp_1
  • Crit path kind: flip-flop to primary output
  • CP required: 3.68 ns
  • CP top delay family: flip-flops
  • Stages on the worst setup path: 1

GRT
  • Largest net degree at the start of global routing: 86
  • Grt total ovfl: 0
  • Initial antenna violation count: 5
  • Vias in the first global route: 34.0k
  • First-pass GRT wire length: 228 mm
  • GRT Total Usage: 0.345

Logic synthesis
  • Unique masters post-synth: 26
  • Top cells, area: edfxtp_1 61%, mux2i_1 20%, a22oi_1 2.9%, dfxtp_1 2.5%, a22o_1 2.2%
  • Main flop type after synthesis: edfxtp_1
  • Synth Warn #: 1
  • Cell taking the most area after synthesis: edfxtp_1
  • Number of enable flip-flop cells: 1,024
  • Async SR Flop Fraction: 0
  • Top cells by count: 1,024 x edfxtp_1, 1,024 x mux2i_1, 196 x nand2_1
  • Yosys Instances: 3,489
  • Max-area cell share: 0.611
  • Syn Area/Cell: 14.4 µm²
  • Mapped Area: 50,300 µm²
  • Synth flops: 1,088
  • Mapped Cells: 3,489
  • Post-synth seq share: 0.637
  • Chip Area, Yosys: 50,300 µm²

Placement
  • Port Buf Inserts: 112
  • Detail Placement HPWL: 88.3 mm
  • GPL Wtd Cong: 0.897

Detailed routing
  • DR pass1 iterations: 5
  • Total routed wirelength: 159 mm
  • Via/cell ratio: 6.40
  • 1st-iter DRT viols: 1,957
  • ANT nets after route: 0
  • Residual DRC: 0
  • Routed wire length per instance: 31.7 µm
  • Vias: 32.2k

Final timing
  • Hold Fails Final Rpt: 0
  • Fmax: 0.329 GHz
  • Final min period: 3.04 ns
  • Max-slew violations: 0
  • Worst rel slew slack: 0.327
  • Setup TNS: 0 ns
  • Unrepaired setup endpoints after global routing: false
  • Period utilisation layout: 0.660
  • Worst slew pin tran: 1.01 ns
  • Final setup violation count: 0
  • Worst Skew: 0.103 ns

Clocking
  • Worst-path clk slew: 0.08 ns
  • Setup repair bufs after CTS: 0
  • CTS tree: done
  • Clk ins delay skew pair: 1.09 ns

Pwr
  • PD cells: 248 nW/µm²
  • Static Leak: 21.1 nW
  • Max IR drop VDD: 0.000269 V
  • Pwr Total: 0.0143 W

Job
  • Max cap viols: 0
  • Tool warnings: 27

Hold path
  • Worst Hold Class: input port to clock gate
  • Hold path depth: 3

Cells and area
  • Area Growth Syn to Fin: 14.6%
  • Fill count: 7,297
  • Fraction of layout cells with a size suffix above 1: 0.103
  • Register Area: 32,000 µm²
  • Core Util, Final: 0.582
  • Logic area: 17,000 µm²

Status
  • Run status: finished, final reports clean
per-stage QoR:
stage,setup slack [ns],instances,instance area (µm²),hold WS (ns)
2_1_floorplan,1.37,3489,50300,-1.38
3_5_place_dp,0.719,4788,53700,-0.988
4_1_cts,1.56,5019,57600,0.221
3_3_place_gp,0.826,4788,53700,-0.991
6_report,1.56,5024,57600,0.219
5_1_grt,1.49,5021,57600,0.254
logic make-up after synthesis:
| group | synth area share |
|---|---|
| flip-flops | 0.637 |
| multiplexers | 0.204 |
| AND-OR/OR-AND | 0.0780 |
| AND/OR/NAND/NOR | 0.0498 |
| buffers and inverters | 0.0316 |
layout by cell type (no fill, tap or decap), types with 4 or more instances in the layout:
master              n
and2_1             33
dfxtp_1            64
nor2_4             33
a22oi_1           192
edfxtp_1         1024
bufinv_16           8
clkbuf_16         130
clkdlybuf4s50_1   110
buf_12             59
a31oi_1            64
nand2b_2            4
clkinv_2           24
mux2i_1          1024
diode_2             5
a22o_1            128
clkbuf_1           26
nor3_1             64
buf_4              99
a21oi_1           192
nand2_1           194
nand3_1           193
clkinv_1           31
nor2b_4             4
worst paths after layout:
check                                                 start               endpoint
worst max-delay path                   rs1_value[8]$_DFF_P_           rs1_value[8]
worst min-delay path             register_file_write_enable             clock gate
worst max register to register    registers[7][0]$_DFFE_PP_   rs1_value[0]$_DFF_P_
worst min register to register  registers[20][21]$_DFFE_PP_  rs2_value[21]$_DFF_P_
max in group gated               register_file_write_enable             clock gate
min in group clk0               registers[20][21]$_DFFE_PP_  rs2_value[21]$_DFF_P_
flip-flops by register name, indices dropped and copies added (netlist names):
name and cells:
registers 1024, rs1_value 32, rs2_value 32
layout make-up:
type,instances,share of cell area
sequential,1088,0.556
multi-input combinational,2142,0.295
clock buffer,158,0.0586
timing repair buffer,272,0.0534
tap,1287,0.0279
clock inverter,71,0.00955
antenna,5,0.000217
inverter,1,0.0000651
what timing repair did:
| action | in CTS | in global routing |
|---|---|---|
| hold buffers | 2 | 0 |
| hold endpoints to repair | 1 | 0 |
| resized | 0 | 0 |
power breakdown:
group	switching [W]	leakage (nW)	internal (W)
sequential	0.000151	9.64	0.00632
clock	0.00237	1.76	0.00333
combinational	0.00127	9.70	0.000813
total	0.00380	21.1	0.0105
per-layer routing:
metal  global-route usage  share of wire  up-vias
met5               0.0312         0.0025        -
met4                0.118          0.042       18
met3                0.251           0.17      389
met2                0.484           0.45     2098
met1                0.429           0.34    15700
li1                     -              -    14000
Power is estimated from default activity; no workload was simulated.
