==> ./design.v <==
module store(
   input             clock,
   input             store_enable,
   input      [2:0]  funct3,
   input      [31:0] rs1_value,
   input      [31:0] rs2_value,
   input      [31:0] immediate12_stype,
   output     [31:0] memory_read_address,
   input      [31:0] memory_read_value,
   output reg [31:0] memory_write_address,
   output reg [31:0] memory_write_value
);
parameter [2:0] SB = 3'h0;
parameter [2:0] SH = 3'h1;
parameter [2:0] SW = 3'h2;
reg [31:0] mem_write_value;
always @(posedge clock) begin
   case(funct3)
      SB:      memory_write_value <= {{memory_read_value[31:8]},{rs2_value[7:0]}};
      SH:      memory_write_value <= {{memory_read_value[31:16]},{rs2_value[15:0]}};
      SW:      memory_write_value <= rs2_value;
      default: memory_write_value <= 32'b0;
   endcase
end
wire [31:0] memory_read_address ;
assign memory_read_address = memory_write_value;
always @(posedge clock & store_enable ) begin
   memory_write_address <= rs1_value + immediate12_stype;
end
endmodule
==> ./constraint.sdc <==
current_design store

set clk_period 9.7
set clk_io_pct 0.2

create_clock -name clk0 -period $clk_period [get_ports {clock}]

set non_clock_inputs [all_inputs -no_clocks]
set_input_delay [expr $clk_period * $clk_io_pct] -clock clk0 $non_clock_inputs
set_output_delay [expr $clk_period * $clk_io_pct] -clock clk0 [all_outputs]
==> ./config.mk <==
export PLATFORM = sky130hd
export DESIGN_NAME = store
export DESIGN_NICKNAME = store
export VERILOG_FILES = /design/flow/design.v
export SDC_FILE = /design/flow/constraint.sdc
export NUM_CORES = 4
export LEC_CHECK = 1
export CORE_AREA = 10 10 148 148
export DIE_AREA = 0 0 158 158
==> ./run.sh <==
#!/bin/bash
# OpenROAD 26Q1-2900-gdf79404cd8, Yosys 0.63+post, stock flow scripts
make -C /OpenROAD-flow-scripts/flow DESIGN_CONFIG=/design/flow/config.mk WORK_HOME=/design/flow/orfs finish
==> changes_impl.md <==
### Changed

* Endpoints failing setup at 0
* Startpoint types: primary input
* Pint at 0.0006601 W
* Maxcap violations at 0
* Residual DRC count at 0
* # diodes at 0
* Io pins at 229
* Max Used Layer: met4
* WL/cell at 16.74 µm
* Net Sw Power at 0.0002251 W
* Final GP Congestion at 0.8485
* Die X at 158 µm
* Crit path DAT at 5170 ps
* CTS tree: built
* Yosys cell types at 56
* Synth Register Bits at 64
* Post-Syn Instances at 399
* Commonest flop: dfxtp_1
* Crit Path Class: primary input to clock gate
* Dominant logic cell types in the final layout: clkdlybuf4s50_1, dfxtp_1, a21oi_1, ha_1, nor2_1
* Tool warnings at 33
* Grt ovf at 0
* CORE AREA at 18710 µm²
* Fill count at 1895
* Switching share of power at 25.43%
* WL met1 at 5469 µm
* First-pass GRT wire length at 20000 µm
* Syn_area_per_cell at 9.204 µm²
* Routed WL at 13960 µm
* Max-slew violations at 0
* Chip area at 24960 µm²
* Cell Area, Synth at 3672 µm²
* Peak supply drop at 0.00005425 V
* Metal3 WL at 1585 µm
* Wire length on met2 at 6684 µm
* Starting DRT DRC Count at 194
* Critical-path maximum fanout at 1
* Total power draw at 0.0008852 W
* Number of cell rows at 50
* Yosys warning tally at 1
* Nature of the critical path endpoint: clock gate
* Final hold vios at 0
* Slew @ Worst Pin at 620.6 ps
* Worst setup startpoint: store_enable
* Status: completed
* Antenna violations before repair at 0
* DR vias/cell at 4.326
* Area grow syn2layout at 73.49%
* Hold crit path type: primary input to clock gate
* Largest net degree at the start of global routing at 17
* DR pass1 iterations at 5
* Non-filler cells, final at 834
* Port buffer count at 220
* GRT Util Overall at 10.36%
* Worst EP required at 9910 ps
* Fp_density at 19.63%
* Vias in the first global route at 3572
* Cts repair resizes at 0
* Share of cells above drive strength 1 at 6.833%
* Logic pwr share at 31.5%
* Leakage power at 2.521 nW
* Clock group share of total power at 40.0%
* RSZ-0062 raised after global routing: no
* Die Height at 158 µm
* Hold_buf cts at 5
* # Post-CTS Setup Buffers at 0
* Power Dens Cells at 138.9 nW/µm²
* Synthesized chip area reported by yosys at 3672 µm²
* Dpl cells at 808
* Post-route ant nets at 0
* Number of enable flip-flop cells at 0
* Most common cell after layout, fill and taps aside: clkdlybuf4s50_1
* Detailed Place HPWL at 11720 µm
* Seq share, synth at 34.89%
* FFs w/ async S/R, synth at 0%
* Max transition margin at 58.50%
* TNS Setup at 0 ps
* Ys cells at 399
* Total number of vias at 3608
* Flop pwr share at 28.4%
## synth_stat cells, drive strengths merged, types with 9 or more instances
cell / count / area (µm²)
a22o: 17 / 148.9
nand3: 10 / 50.05
and2: 10 / 62.56
a21oi: 38 / 197.7
clkbuf: 10 / 38.78
nand2: 25 / 93.84
buf: 37 / 264.0
dfxtp: 64 / 1281
o21ai: 17 / 92.59
xnor2: 19 / 166.4
xor2: 12 / 105.1
nor2: 32 / 125.1
a21o: 9 / 67.56
ha: 31 / 387.9
## worst max-delay path: stages
cell and delay [ps]:
dlygate4sd3_1 530, dlygate4sd3_1 550, dlygate4sd3_1 550, clkdlybuf4s50_1 440
dlygate4sd3_1 570, dlygate4sd3_1 590
## sequential cells by signal, indices dropped and copies added, names as in the netlist
signal / cells
memory_write_value: 32
memory_write_address: 32
## worst min path at each step
stage       startpoint    endpoint  slack [ps]  cells after the start
4_1_cts   store_enable  clock gate         110                      6
5_1_grt   store_enable  clock gate         140                      6
6_report  store_enable  clock gate          70                      6
## power by group through the flow
stage	logic (W)	clock network, W	registers (W)
4_1_cts	0.000285	0.000363	0.000253
5_1_grt	0.000306	0.000373	0.000256
6_report	0.000279	0.000354	0.000252
## final cells by class
type | count | area (µm²) | share of cell area, %
Clock buffer | 15 | 375.4 | 5.892
Multi-Input combinational cell | 284 | 2078 | 32.62
Sequential cell | 64 | 1281 | 20.11
Clock inverter | 6 | 61.31 | 0.9623
Tap cell | 234 | 292.8 | 4.595
Inverter | 4 | 15.01 | 0.2357
Timing Repair Buffer | 227 | 2267 | 35.59
## layer usage
metal	up-vias	GRT usage, %
li1	1808	-
met1	1601	12.12
met2	183	18.03
met3	16	3.828
met4	0	1.632
met5	-	0
## through the flow
stage / instance area [µm²] / setup WS [ps] / util (%) / hold slack, ps
floorplan: 3672 / 5814 / - / -2910
global placement: 5884 / 5131 / 31.46 / -2523
detailed placement: 5884 / 5149 / 31.46 / -2517
CTS: 6371 / 4696 / 34.06 / 108.6
global route: 6371 / 4656 / 34.06 / 144.7
finish: 6371 / 4741 / 34.06 / 67.87
## cell families (layout without fill, tap and decap cells)
logic type / count (synthesis) / in the layout / share of synthesized area (%)
buffers and inverters: 51 / 252 / 8.654
flip-flops: 64 / 64 / 34.89
AND-OR/OR-AND: 115 / 115 / 22.90
AND/OR/NAND/NOR: 98 / 98 / 12.88
multiplexers: 8 / 8 / 2.181
adder cells (fa/ha/maj): 32 / 32 / 11.11
XOR/XNOR: 31 / 31 / 7.394
Power figures rest on the tool's default switching activity, not on a simulated workload.
