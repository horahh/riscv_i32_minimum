==> flow/design.v <==
module fetch(
   input             clock,
   input             enable,
   input      [31:0] pc,
   output            pc_enable,
   input      [31:0] pc_value,
   output reg [31:0] instruction
);
   assign pc_enable = enable;
   always @(negedge clock) begin
      instruction <= pc_value;
   end
endmodule
==> flow/run.sh <==
#!/bin/bash
# OpenROAD 26Q1-2900-gdf79404cd8, Yosys 0.63+post, stock flow scripts
make -C /OpenROAD-flow-scripts/flow DESIGN_CONFIG=/design/flow/config.mk WORK_HOME=/design/flow/orfs finish
==> flow/config.mk <==
export PLATFORM = sky130hd
export DESIGN_NAME = fetch
export DESIGN_NICKNAME = fetch
export VERILOG_FILES = /design/flow/design.v
export SDC_FILE = /design/flow/constraint.sdc
export NUM_CORES = 4
export LEC_CHECK = 1
export CORE_AREA = 10 10 86 86
export DIE_AREA = 0 0 96 96
==> flow/constraint.sdc <==
current_design fetch

set clk_period 1.0
set clk_io_pct 0.2

create_clock -name clk0 -period $clk_period [get_ports {clock}]

set non_clock_inputs [all_inputs -no_clocks]
set_input_delay [expr $clk_period * $clk_io_pct] -clock clk0 $non_clock_inputs
set_output_delay [expr $clk_period * $clk_io_pct] -clock clk0 [all_outputs]
==> results.txt <==
fresh numbers from the pnr run: Slew @ Worst Pin=0.06843 ns, Final Util=25.52%, # rows=27, Top cells excl fill/tap=inv_1, clkdlybuf4s50_1, buf_2, outcome=finished with violations, initial drt markers=6, DIE AREA=0.009216 mm², initial antenna violation count=0, fp util=11.77%, flops out of synthesis=32, top flop regs=instruction x32, Routed Antenna Nets=0, Tightest Hold Check Type=primary input to output pin, CP max stage cell=dfxtp_2, Mapped Avg Cell Area=19.17 µm², pre-CTS WS=-0.4945 ns, Net Switching=0.7666 mW, cell internal pwr=2.138 mW, Vias=589, H-tree depth=2, Power Density=2054 mW/mm², largest net degree at the start of global routing=10, Comb pwr share=6.1%, DP Cell Count=169, Final Setup Violations=32, fillers=608, worst path cell trace=buf_2, IO Count=99, Ys Warns=1, TritonCTS buffer count=5, # diodes=0, dominant logic cell type in the layout=inv_1, CP Capture Type=output pin, crit-path max FO=1, clock power share=46.8%, Synth Instances=34, pins over their slew limit=0, Finished Layout Cells=208, CTS tree=built, Clock transition at path regs=0.03 ns, ys cells=34, gr ovfl total=0, Max Cap Viol=0, layout cell share with drive strength beyond 1=28.68%, static leakage=0.7383 nW, CP peak stage delay=0.30 ns, dpl cell area=0.001375 mm², Post-Syn Area=651.9 µm², vias in the first global route=627, FF/Latch Area=641.9 µm², Area Growth Syn to Fin=116.9%, WP data required=0.80 ns, most flop-heavy register=instruction, Tot Pwr=2.905 mW, fin worst setup slack=-0.4380 ns, cell area after layout=0.001414 mm², register share of total power=47.1%, Worst Setup Start Kind=register, postcts setup bufs=0, synth unique cells=3, die height=96 µm, Sink Count=32, Worst EP arrival=1.24 ns, logic area=0 µm², number of flip-flops in the largest register=32, Comb gates=0, Remaining DRCs=0, count of tool warnings=91, DR vias/cell=2.832, critical path class=register to output pin, Max clock buf depth=2, TNS Setup=-13.45 ns, Placer Congestion=0.6969, first-pass GRT wire length=3.346 mm, register share after synthesis=98.27%, Buffers on Ports=64, Sw Ratio=26.39%, GR Util All Layers=4.890%, Slew headroom=95.44%, clock root cell=clkbuf_8, WL per Instance=11.26 µm, Hold Violations, Final=0, WP buf/inv=1, failing checks=negative setup slack, Peak VDD IR=0.4820 mV, chip width=96 µm, Post-Route WL=2.342 mm, DRT Pass-1 Iters=2, Chip Area, Yosys=651.9 µm², RSZ-0062 raised after global routing=yes, Top Family by Delay on Critical Path=flip-flops, Hold Slack=0.4000 ns, core area=0.005540 mm²
## synth_stat cells
| library cell | instances | area share (%) |
|---|---|---|
| dfxtp_1 | 32 | 98 |
| buf_4 | 1 | 1.2 |
| inv_1 | 1 | 0.58 |
## area by class of cell
cell class	instances	area share, %
clock inverters	35	9.380
repair buffers	64	33.98
clock buffers	5	4.867
flip-flops and latches	32	45.40
well taps	72	6.372
## power by group through the flow
stage / registers (mW) / logic [mW] / clock network [mW]
4_1_cts: 1.37 / 0.183 / 1.48
5_1_grt: 1.37 / 0.194 / 1.61
6_report: 1.37 / 0.176 / 1.36
## timing repair
action | CTS | global route
gates resized | 97 | 1
hold buffers | 0 | 0
setup endpoints to repair | 32 | 32
## kinds of logic after synthesis
| group | after synthesis | share of synthesized area, % |
|---|---|---|
| buf+inv | 2 | 1.727 |
| flops | 32 | 98.27 |
## metal layers
metal / GRT usage (%) / share of wire [%] / wire length, µm
met1: 4.545 / 35 / 816
met2: 7.007 / 53 / 1231
met3: 4.245 / 9.9 / 232
met4: 3.194 / 2.6 / 61
met5: 0 / 0 / 0
## path summary, 6_finish.rpt
kind,slack (ns),cells after the start,end,from
setup / recovery,-0.44,1,instruction[22],instruction[22]$_DFF_N_
hold / removal,0.40,0,pc_enable,enable
Power figures rest on the tool's default switching activity, not on a simulated workload.
